===== ./config.mk =====
export PLATFORM = sky130hd
export DESIGN_NAME = rom
export DESIGN_NICKNAME = rom
export VERILOG_FILES = /design/flow/design.v
export SDC_FILE = /design/flow/constraint.sdc
export NUM_CORES = 4
export LEC_CHECK = 1
export CORE_AREA = 10 10 82 82
export DIE_AREA = 0 0 92 92

===== ./constraint.sdc =====
current_design rom

set clk_period 2.8
set clk_io_pct 0.2

create_clock -name clk0 -period $clk_period

set non_clock_inputs [all_inputs -no_clocks]
set_input_delay [expr $clk_period * $clk_io_pct] -clock clk0 $non_clock_inputs
set_output_delay [expr $clk_period * $clk_io_pct] -clock clk0 [all_outputs]

===== ./design.v =====
module rom (
    input logic [11:0] addr, 
    output logic [31:0] inst
);
   logic [31:0] rom [0:127];
assign rom[0]  = 32'h00000013;
assign rom[1]  = 32'h00000013;
assign rom[2]  = 32'h20000537;
assign rom[3]  = 32'h00350513;
assign rom[4]  = 32'h09B00593;
assign rom[5]  = 32'h00B52023;
assign rom[6]  = 32'h20000537;
assign rom[7]  = 32'h00150513;
assign rom[8]  = 32'h00100593;
assign rom[9]  = 32'h00B52023;
assign rom[10] = 32'h20000537;
assign rom[11] = 32'h00050513;
assign rom[12] = 32'h04600593;
assign rom[13] = 32'h00B52023;
assign rom[14] = 32'h20000537;
assign rom[15] = 32'h00350513;
assign rom[16] = 32'h01B00593;
assign rom[17] = 32'h00B52023;
assign rom[18] = 32'h20000537;
assign rom[19] = 32'h00000613;
assign rom[20] = 32'h00000693;
assign rom[21] = 32'h00552583;
assign rom[22] = 32'h0015F593;
assign rom[23] = 32'hFE058CE3;
assign rom[24] = 32'h04069463;
assign rom[25] = 32'h00061E63;
assign rom[26] = 32'h00052603;
assign rom[27] = 32'h00000013;
assign rom[28] = 32'h00000013;
assign rom[29] = 32'h00000013;
assign rom[30] = 32'h00000013;
assign rom[31] = 32'hFD9FF06F;
assign rom[32] = 32'h00052683;
assign rom[33] = 32'h00000013;
assign rom[34] = 32'h00000013;
assign rom[35] = 32'h00000013;
assign rom[36] = 32'h00869693;
assign rom[37] = 32'h10000737;
assign rom[38] = 32'h00C6C6B3;
assign rom[39] = 32'h00E6C6B3;
assign rom[40] = 32'h10000637;
assign rom[41] = 32'hFB1FF06F;
assign rom[42] = 32'h00052583;
assign rom[43] = 32'h00000013;
assign rom[44] = 32'h00000013;
assign rom[45] = 32'h00000013;
assign rom[46] = 32'h00B60023;
assign rom[47] = 32'h00160613;
assign rom[48] = 32'h00D65463;
assign rom[49] = 32'hF91FF06F;
assign rom[50] = 32'h10000537;
assign rom[51] = 32'h00050513;
assign rom[52] = 32'h000500E7;
    assign inst = rom[addr >> 2];
endmodule

===== ./run.sh =====
#!/bin/bash
# OpenROAD 26Q1-2900-gdf79404cd8, Yosys 0.63+post, stock flow scripts
make -C /OpenROAD-flow-scripts/flow DESIGN_CONFIG=/design/flow/config.mk WORK_HOME=/design/flow/orfs finish

==> summary.txt <==
impl run done, here's what came out: Unique cell types 56, WP buf/inv 4, CP delay by family, top simple AND/OR/NAND/NOR gates, final wirelength 8050 um, Leakage 1.51 nW, crit share post-route 107%, Power Density 151 mW/mm2, crit path kind primary input to output pin, Reg power frac 0%, max-cap violations 0, vias 2473, logic gate share of total power 100.0%, yosys cell count 220, Via density 5.57, MI comb area 0.00140 mm2, peak per-stage delay on the critical path 0.51 ns, FP Rows 26, Synth top area share 8.75%, crit path DRT 2.24 ns, CP Launch Type primary input, CP max stage cell or4_4, max-slew violations 0, core footprint 0.00507 mm2, # diodes 0, Max Freq 333 MHz, Seq share, synth 0%, drt wl/cell 18.1 um, DP Cell Count 398, Hold Fails Final Rpt 0, IO Pins 44, Synth-to-Final Area Change 132%, Die Footprint 0.00846 mm2, Critical Path Fanout Max 4, Non-Filler Instances 444, Peak supply drop 0.111 mV, Top Layer Used met4, DR iter-0 viols 259, M1 wire length 3400 um, All-Layer GR Usage 17.0%, Hold Path Class primary input to output pin, Critical Path AT 2.44 ns, syn avg cell area 5.98 um2, top cells, area a21oi_1 8.8%, o21ai_0 7.6%, nor2_1 7.4%, cell taking the most area after synthesis a21oi_1, violated checks setup timing, cts hold-fix bufs 0, OpenROAD warnings 39, P_sw 0.000207 W, Tmin final 3.00 ns, total power 0.000461 W, die width 92 um, Setup Viol. Count Final 9, Initial Util 25.9%, Internal 0.000254 W, RSZ-0062 raised after global routing true, met2 WL 3710 um, CP Cell Sequence buf_8 > buf_6 > or4_4 > nor4_4 > a211oi_2 > nand4_1 > nand4b_4 > buf_6 > or3b_1 > buf_2, CP Capture Type output pin, YS chip area 0.00132 mm2, DR DRC count 0, Port-buffer cells 37, proportion of layout cells with a drive suffix above 1 55.9%, CLK BUF 0, FILL cells 386, DRT antenna net count 0, Netlist Area Pre-Place 0.00132 mm2, Sw Ratio 45.0%, FF+latch count 0, first-pass GRT wire length 12100 um, status finished with violations, Setup TNS -0.541 ns, antenna violations before repair 0, Die Ht 92 um, met3 wire len 628 um, DPL Wire Length 5310 um, vias in the first global route 2344, grt ovf 0, Reg area 0 um2, final worst slack -0.200 ns, clock group share of total power 0%, Placer Congestion 1.00, Mapped Cells 220, YS warnings 2402, most frequent cell on the critical path buf_6, largest net degree at the start of global routing 15, TritonRoute pass-1 iters 5
[layer usage]
metal / track usage (%) / up-vias
li1: - / 1130
met1: 21.9 / 1166
met2: 28.6 / 149
met3: 2.14 / 28
met4: 5.40 / 0
met5: 0 / -
[path summary, 6_finish.rpt]
| check | start | end | slack [ns] | cells after the start |
|---|---|---|---|---|
| worst min-delay path | addr[4] | inst[4] | 1.68 | 6 |
| worst max-delay path | addr[3] | inst[20] | -0.20 | 10 |
[cell usage after synthesis, types with 3 or more instances]
master     n
a21oi_1   23
a22o_1     3
a22oi_1    4
a31oi_1    3
a32oi_1    3
and2_1     3
and3_1     3
buf_1      4
buf_2      6
buf_4     11
clkbuf_1   3
inv_1      6
nand2_1   19
nand3_1   10
nor2_1    26
nor2b_1    8
nor3_1     9
nor3b_1    4
o211ai_1   5
o21ai_0   20
[metrics by stage]
stage	hold WS, ns	worst slack [ns]	instance area (um2)	utilization, %
global placement	2.38	-0.860	2360	46.4
finish	1.68	-0.200	3050	60.1
floorplan	1.26	0.288	1320	-
global route	1.71	-0.264	3050	60.1
detailed placement	2.38	-0.842	2360	46.4
CTS	1.69	-0.281	2830	55.7
[worst min-delay path, cell delays in order]
cell and delay (ns):
buf_12 0.08, buf_6 0.09, buf_12 0.11, a31oi_1 0.12
nand3_2 0.08, buf_2 0.08
[cell families after synthesis]
kind of cell | Yosys count | share of synthesized area [%]
xor+xnor | 4 | 2.66
buf+inv | 31 | 12.6
fa+ha+maj | 1 | 0.761
compound gates | 77 | 37.1
other cells | 1 | 0.285
simple gates | 106 | 46.6
[power groups by stage]
stage     clock network, W  logic, W  registers [W]
6_report                 0  0.000461              0
4_1_cts                  0  0.000418              0
5_1_grt                  0  0.000487              0
[layout make-up]
class	instances	area share, %
Tap cell	70	2.87
Timing Repair Buffer	177	49.9
Multi-Input combinational cell	190	46.0
Inverter	7	1.27
[timing repair]
action                                  in CTS  in global routing
buffers inserted                            34                 16
pin swaps                                   24                 14
resized                                    154                 30
endpoints found under the setup margin      30                 19
[layout by cell type, fill, tap and decap left out, types with 3 or more instances in the layout]
cell / instances
buf_6: 27
nor2_1: 20
nand2_2: 3
o21ai_0: 15
nand2_1: 15
a31oi_1: 3
a21oi_1: 18
nor2_4: 6
nand3_2: 3
nor4_4: 3
a22o_1: 3
buf_4: 109
o211ai_1: 5
buf_8: 3
nor2b_4: 4
clkdlybuf4s50_1: 7
dlygate4sd2_1: 8
nor2b_1: 3
nand3_1: 7
a22oi_1: 4
dlymetal6s2s_1: 3
inv_1: 6
a21oi_2: 5
buf_12: 5
buf_2: 15
nor3_1: 9
o21ai_1: 5
Power figures rest on the tool's default switching activity, not on a simulated workload.
